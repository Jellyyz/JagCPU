`run.sh`:
```
#!/bin/bash
# OpenROAD 26Q1-2900-gdf79404cd8, Yosys 0.63+post, stock flow scripts
make -C /OpenROAD-flow-scripts/flow DESIGN_CONFIG=/design/flow/config.mk WORK_HOME=/design/flow/orfs finish
```
`config.mk`:
```
export PLATFORM = sky130hd
export DESIGN_NAME = cache_control
export DESIGN_NICKNAME = cache_control
export VERILOG_FILES = /design/flow/design.v
export SDC_FILE = /design/flow/constraint.sdc
export NUM_CORES = 4
export LEC_CHECK = 1
export CORE_AREA = 10 10 70 70
export DIE_AREA = 0 0 80 80
```
`constraint.sdc`:
```
current_design cache_control

set clk_period 1.0
set clk_io_pct 0.2

create_clock -name clk0 -period $clk_period [get_ports {clk}]

set non_clock_inputs [all_inputs -no_clocks]
set_input_delay [expr $clk_period * $clk_io_pct] -clock clk0 $non_clock_inputs
set_output_delay [expr $clk_period * $clk_io_pct] -clock clk0 [all_outputs]
```
`design.v`:
```
interface rvfi_itf(input clk, input rst);
    logic halt;
    logic commit;
    logic [63:0] order;
    logic [31:0] inst;
    logic trap;
    logic [4:0] rs1_addr;
    logic [4:0] rs2_addr;
    logic [31:0] rs1_rdata;
    logic [31:0] rs2_rdata;
    logic load_regfile;
    logic [4:0] rd_addr;
    logic [31:0] rd_wdata;
    logic [31:0] pc_rdata;
    logic [31:0] pc_wdata;
    logic [31:0] mem_addr;
    logic [3:0] mem_rmask;
    logic [3:0] mem_wmask;
    logic [31:0] mem_rdata;
    logic [31:0] mem_wdata;
    logic [15:0] errcode;
endinterface
package pcmux;
typedef enum bit [1:0] {
    pc_plus4  = 2'b00
    ,alu_out  = 2'b01
    ,alu_mod2 = 2'b10
} pcmux_sel_t;
endpackage
package marmux;
typedef enum bit {
    pc_out = 1'b0
    ,alu_out = 1'b1
} marmux_sel_t;
endpackage
package cmpmux;
typedef enum bit {
    rs2_out = 1'b0
    ,i_imm = 1'b1
} cmpmux_sel_t;
endpackage
package alumux;
typedef enum bit {
    rs1_out = 1'b0
    ,pc_out = 1'b1
} alumux1_sel_t;
typedef enum bit [2:0] {
    i_imm    = 3'b000
    ,u_imm   = 3'b001
    ,b_imm   = 3'b010
    ,s_imm   = 3'b011
    ,j_imm   = 3'b100
    ,rs2_out = 3'b101
} alumux2_sel_t;
endpackage
package regfilemux;
typedef enum bit [3:0] {
    alu_out   = 4'b0000
    ,br_en    = 4'b0001
    ,u_imm    = 4'b0010
    ,lw       = 4'b0011
    ,pc_plus4 = 4'b0100
    ,lb        = 4'b0101
    ,lbu       = 4'b0110   
    ,lh        = 4'b0111
    ,lhu       = 4'b1000   
} regfilemux_sel_t;
endpackage 
package forwardingmux;
typedef enum bit [1:0] {
    id_ex       = 2'b00
    ,ex_mem     = 2'b10
    ,mem_wb     = 2'b01
} forwardingmux_sel_t;
endpackage
package controlmux;
typedef enum bit {
    zero = 1'b0
    ,ctrl = 1'b1
} controlmux_sel_t;
endpackage
module cache_control (
  input clk,
  input  logic mem_read,
	input  logic mem_write,
	output logic mem_resp,
  input  logic pmem_resp,
	output logic pmem_read,
	output logic pmem_write,
  output logic tag_load,
  output logic valid_load,
  output logic dirty_load,
  output logic dirty_in,
  input logic dirty_out,
  input logic hit,
  output logic [1:0] writing
);
enum int unsigned
{
  check_hit,
	read_mem
} state, next_state;
always_comb begin : state_actions
  tag_load = 1'b0;
  valid_load = 1'b0;
  dirty_load = 1'b0;
  dirty_in = 1'b0;
  writing = 2'b11;
	mem_resp = 1'b0;
	pmem_write = 1'b0;
	pmem_read = 1'b0;
	case(state)
    check_hit: begin
      if (mem_read || mem_write) begin
        if (hit) begin
          mem_resp = 1'b1;
          if (mem_write) begin
            dirty_load = 1'b1;
            dirty_in = 1'b1;
            writing = 2'b01;
          end
        end else begin
          if (dirty_out)
            pmem_write = 1'b1;
        end
      end
    end
    read_mem: begin
      pmem_read = 1'b1;
      writing = 2'b00;
      if (pmem_resp) begin
        tag_load = 1'b1;
        valid_load = 1'b1;
      end
        dirty_load = 1'b1;
        dirty_in = 1'b0;
    end
	endcase
end
always_comb begin : next_state_logic
	next_state = state;
	case(state)
    check_hit: begin
      if ((mem_read || mem_write) && !hit) begin
        if (dirty_out) begin
          if (pmem_resp)
            next_state = read_mem;
        end else begin
          next_state = read_mem;
		  end
      end
    end
    read_mem: begin
      if (pmem_resp)
        next_state = check_hit;
    end
	endcase
end
always_ff @(posedge clk) begin: next_state_assignment
	 state <= next_state;
end
endmodule : cache_control
```
==> out/metrics.cfg <==
[synth]
synthCells=17
synth_cell_types=13
topCellsByArea=dfxtp_1, and3_1, nand2b_1
yosys-stat-area_um2=138
largest_area_cell=dfxtp_1
ys.warnings.count=1
ys_cells=17
ys_ff=2
syn_area_um2=138
postSynthAreaPerCell_um2=8.10
top_area_frac=0.291
ys_seq_share=0.291

[drt]
routed_wl_um=737
route.detailed.drc=0
antennaDiodeCount=0
drt_iter0_drc=5
antenna_left=0
wire_per_inst_um=8.47
via_count=215
dr.pass1.iters=4
vias_per_cell=2.47

[clocking]
clock_latency_ns=0.22
clk_path_buf_depth=2
cts_tree=built
cts_buffers=3
cts_sinks=2
clk_pin_slew_ns=0.03
root_buffer=clkbuf_4
htreeDepth=1

[timing]
final.setup.tns_ns=-0.783
max_freq_ghz=0.813
slew_violations=0
setup_ws_ns=-0.230
rsz0062_at_grt=yes
finalCriticalPeriod_ns=1.23
worstMarginPinSlew_ns=0.138
hold_viol=0
skew_ns=0.00350
fin_crit_sh=1.23
slew-limit-headroom=0.908
setup_viol=8

[die]
row_count=21
dieWidth_um=80
core-area_um2=3420
chip_area_um2=6400
fp-utilization=0.0403
die_y_um=80
ios=15

[final_layout]
largest_register_ffs=2
drive_gt1_frac=0.683
largest-register=state
areaGrowthSynthToFinish_pct=219
reg_top3=state x2

[place]
preCtsSetupSlack_ns=-0.739
gp_congestion=0.803
port_buffers=14
hpwl_um=569

[global_route]
grt_max_degree=5
grt_pass1_vias=247
grt_pass1_wl_mm=1.24
gr-usage-all-layers=0.0245
globalRouteOverflowTotal=0
antenna_found_initial=0

[setup_path]
end_kind=output pin
critPathLaunchType=flip-flop
ff2ff_path_depth=3
crit_arrival_ns=1.03
path_class=flip-flop to output pin
cp_max_fo=4
critical_path_required_ns=0.80

[min_path]
worstHoldPathCells=3
hold_class=input port to flip-flop

[run]
drv_cap=0
warnings=27

[power]
ir_drop_mv=0.205
leakage_nw=0.213
power.density_nw_per_um2=664

[run_status]
violations=negative setup slack
status=complete, but fails checks

## kinds of logic (layout without fill, tap and decap cells)
kind of cell,count (synthesis),after routing,synth area share
compound gates,5,5,0.300
buf+inv,3,27,0.109
flops,2,2,0.291
simple gates,7,7,0.300
## final cells by class
class	instances	area, um^2
fill	400	2980
timing repair buffer	22	190
multi-input combinational	12	114
tap	46	57.6
sequential	2	47.5
clock buffer	3	22.5
inverter	2	7.51
## cell usage in the layout, fill, tap and decap left out, drive strengths merged, types with 2 or more instances in the layout
master         instances
inv                    2
dfxtp                  2
and3                   2
buf                   16
clkbuf                 3
clkdlybuf4s15          3
nand2b                 2
dlygate4sd2            3
## report_power, final
| group | internal (mW) | total [mW] | switching [mW] |
|---|---|---|---|
| Sequential | 0.0750 | 0.0750 | 0 |
| Combinational | 0.0236 | 0.0381 | 0.0145 |
| Clock | 0.132 | 0.179 | 0.0462 |
| Total | 0.231 | 0.292 | 0.0607 |
## stage by stage
step	area (um^2)	total power, mW	utilization	hold slack [ns]	instances
3_5_place_dp	350	0.120	0.103	0.578	79
2_1_floorplan	138	0.0878	-	0.361	17
3_3_place_gp	350	0.118	0.103	0.565	79
6_report	439	0.292	0.129	0.459	87
4_1_cts	419	0.307	0.123	0.454	86
5_1_grt	439	0.321	0.129	0.495	87
## cells in the mapped netlist
cell / instances
a32o_1: 1
nand2_1: 1
o21ba_1: 1
nand2b_1: 2
or2_1: 1
nor2b_1: 1
dfxtp_1: 2
o211a_1: 1
and3_1: 2
a31oi_1: 1
buf_4: 1
a21oi_1: 1
inv_1: 2
## layer usage
layer	GRT usage	wire, um	up-vias
met5	0	0	-
li1	-	-	107
met4	0.00528	9	0
met3	0.0216	127	2
met2	0.0313	262	14
met1	0.0298	337	92
## critical path: stages (launching register included)
cell     delay [ns]
dfxtp_4        0.34
and3_4         0.15
or2_1          0.20
buf_2          0.12
## final timing paths
kind                                start          to  slack (ns)
worst max-delay path             state[0]  dirty_load       -0.23
worst min-delay path            dirty_out    state[0]        0.46
worst max register to register   state[1]    state[1]        0.09
worst min register to register   state[0]    state[1]        0.70
## what timing repair did
action,4_1_cts,5_1_grt
gates resized,47,2
pin swaps,1,0
endpoints found under the setup margin,10,9
hold buffers,0,0
buffers inserted,4,1
Power and IR drop assume default switching activity.
