`flow/design.v`:
```
interface rvfi_itf(input clk, input rst);
    logic halt;
    logic commit;
    logic [63:0] order;
    logic [31:0] inst;
    logic trap;
    logic [4:0] rs1_addr;
    logic [4:0] rs2_addr;
    logic [31:0] rs1_rdata;
    logic [31:0] rs2_rdata;
    logic load_regfile;
    logic [4:0] rd_addr;
    logic [31:0] rd_wdata;
    logic [31:0] pc_rdata;
    logic [31:0] pc_wdata;
    logic [31:0] mem_addr;
    logic [3:0] mem_rmask;
    logic [3:0] mem_wmask;
    logic [31:0] mem_rdata;
    logic [31:0] mem_wdata;
    logic [15:0] errcode;
endinterface
package pcmux;
typedef enum bit [1:0] {
    pc_plus4  = 2'b00
    ,alu_out  = 2'b01
    ,alu_mod2 = 2'b10
} pcmux_sel_t;
endpackage
package marmux;
typedef enum bit {
    pc_out = 1'b0
    ,alu_out = 1'b1
} marmux_sel_t;
endpackage
package cmpmux;
typedef enum bit {
    rs2_out = 1'b0
    ,i_imm = 1'b1
} cmpmux_sel_t;
endpackage
package alumux;
typedef enum bit {
    rs1_out = 1'b0
    ,pc_out = 1'b1
} alumux1_sel_t;
typedef enum bit [2:0] {
    i_imm    = 3'b000
    ,u_imm   = 3'b001
    ,b_imm   = 3'b010
    ,s_imm   = 3'b011
    ,j_imm   = 3'b100
    ,rs2_out = 3'b101
} alumux2_sel_t;
endpackage
package regfilemux;
typedef enum bit [3:0] {
    alu_out   = 4'b0000
    ,br_en    = 4'b0001
    ,u_imm    = 4'b0010
    ,lw       = 4'b0011
    ,pc_plus4 = 4'b0100
    ,lb        = 4'b0101
    ,lbu       = 4'b0110   
    ,lh        = 4'b0111
    ,lhu       = 4'b1000   
} regfilemux_sel_t;
endpackage 
package forwardingmux;
typedef enum bit [1:0] {
    id_ex       = 2'b00
    ,ex_mem     = 2'b10
    ,mem_wb     = 2'b01
} forwardingmux_sel_t;
endpackage
package controlmux;
typedef enum bit {
    zero = 1'b0
    ,ctrl = 1'b1
} controlmux_sel_t;
endpackage
module regfile
(
    input clk,
    input rst,
    input load,
    input [31:0] in,
    input [4:0] src_a, src_b, dest,
    output logic [31:0] reg_a, reg_b
);
logic [31:0] data [32];
always_ff @(posedge clk)
begin
    if (rst)
    begin
        for (int i=0; i<32; i=i+1) begin
            data[i] <= '0;
        end
    end
    else if (load && dest)
    begin
        data[dest] <= in;
    end
end
always_comb
begin
    reg_a = src_a ? data[src_a] : 0;
    reg_b = src_b ? data[src_b] : 0;
end
endmodule : regfile
```
`flow/run.sh`:
```
#!/bin/bash
# OpenROAD 26Q1-2900-gdf79404cd8, Yosys 0.63+post, stock flow scripts
make -C /OpenROAD-flow-scripts/flow DESIGN_CONFIG=/design/flow/config.mk WORK_HOME=/design/flow/orfs finish
```
`flow/config.mk`:
```
export PLATFORM = sky130hd
export DESIGN_NAME = regfile
export DESIGN_NICKNAME = regfile
export VERILOG_FILES = /design/flow/design.v
export SDC_FILE = /design/flow/constraint.sdc
export NUM_CORES = 4
export LEC_CHECK = 1
export CORE_UTILIZATION = 50
```
`flow/constraint.sdc`:
```
current_design regfile

set clk_period 15.8
set clk_io_pct 0.2

create_clock -name clk0 -period $clk_period [get_ports {clk}]

set non_clock_inputs [all_inputs -no_clocks]
set_input_delay [expr $clk_period * $clk_io_pct] -clock clk0 $non_clock_inputs
set_output_delay [expr $clk_period * $clk_io_pct] -clock clk0 [all_outputs]
```
==> out/qor.yml <==
place_area_um2: 56800
cts-root-buf: "clkbuf_16"
p_int_mw: 5.04
ctsResizeCount: 0
ioPinCount: 114
synth_area_um2: 54200
hold_depth: 1
synthToLayoutAreaGrowth_pct: 11.5
cp-end-kind: "output port"
hold_buffers: 0
htreeDepth: 3
crit_fanout: 52
holdCritStartpoint: "rst"
power.total_mw: 6.64
gp_congestion: 0.912
layout_setup_ws_ns: 5.02
finalSetupTns_ns: 0
ant_nets: 0
grt_pass1_vias: 36800
grt_max_degree: 96
initial_core_util_pct: 50.5
top_regs: "data: 1024 flops"
finalCritPeriodShare_pct: 68.2
cts_inserted_buffers: 111
via_count: 33100
synthFlopType: "edfxtp_1"
yosys_area_um2: 54200
preCtsSetupSlack_ns: 4.91
required_ns: 12.64
fin_hold_ws_ns: 2.96
drc: 0
ir_worst_vdd_mv: 0.0792
viasPerCell: 6.59
postSynthSeqShare_pct: 56.7
dp_hpwl_mm: 105
ys_warn_count: 1
switchingPower_mw: 1.61
largest_reg_flops: 1024
pwr-share-clk_pct: 39.6
syn_avg_cell_area_um2: 15.5
grt-ovfl-total: 0
critPathLaunchType: "input port"
drtPass1Iterations: 6
die_h_um: 331
synth_flops: 1024
synthCells: 3502
fmaxAchievable_ghz: 0.0928
maxCapViolCount: 0
finalHoldViolCount: 0
rows: 120
netSwitchingFraction_pct: 24.2
clock_sinks: 1024
leakage_nw: 20.7
critical_path_class: "input port to output port"
coreArea_um2: 107000
dieArea_um2: 110000
grt_usage_pct: 37.3
drt_iter0_drc: 2066
regMostFlops: "data"
warnings: 26
synth_cell_types: 42
critPathArrivalTime_ns: 7.62
hold_path_class: "input port to flop"
ys_cells: 3502
antenna_found_initial: 8
utilization_pct: 56.3
wl_per_cell_um: 36.0
outcome: "completed"
critPathLaunch: "src_a[1]"
grt_pass1_wl_mm: 260
rsz0062_at_grt: "no"
cts_buffer_depth: 3
min_to: "data[0][8]"
pwr-share-comb_pct: 12.0
final_layout_size_suffix_gt1_share_pct: 24.9
seqPwrFrac_pct: 48.4
instances_no_fill: 5027
finalSetupViolations: 0
drt_wl_total_mm: 181
power_density_nw_per_um2: 110
die_w_um: 331
worstMarginPinSlew_ns: 1.04
finalMaxSlewViolations: 0
stdcell_area_um2: 60500
cts_tree: "built"
layout_min_cycle_time_ns: 10.78
async_reset_ff_share_pct: 0
numPortBuffers: 113
placed_cells: 4823
edf_count: 1024
relSlewSlack_pct: 29.0
cts_setup_buffers: 0
clk_pin_slew_worst_paths_ns: 0.06
-- kinds of logic (layout without fill, tap and decap cells) --
family / count (synthesis) / in the layout / share of synthesized area [%]
other cells: 1 / 34 / 0.00691
compound gates: 259 / 259 / 3.65
simple gates: 1177 / 1177 / 13.3
flops: 1024 / 1024 / 56.7
mux: 652 / 652 / 23.0
buf+inv: 389 / 478 / 3.32
-- cell usage in the layout (no fill, tap or decap), types with 29 or more instances in the layout --
master / instances
edfxtp_1: 1024
and2_1: 994
mux4_2: 472
buf_4: 160
mux2i_1: 150
clkbuf_16: 115
clkdlybuf4s50_1: 104
o22ai_1: 103
nor3_1: 54
a22o_1: 51
a2111oi_1: 41
or2_2: 33
conb_1: 32
mux2_2: 30
clkinv_1: 29
-- critical path: stages --
cell	delay, ns
buf_8	0.44
buf_4	0.61
buf_4	0.64
buf_4	0.59
mux4_2	0.58
mux4_2	0.53
o22ai_1	0.31
nor3_1	0.14
clkdlybuf4s50_1	0.44
-- how the worst max path moves through the flow --
stage	depth (start not counted)	endpoint	slack, ns
final	9	reg_a[31]	5.02
after global routing	9	reg_a[31]	4.71
after CTS	9	reg_a[31]	4.87
-- power groups by stage --
stage	clock, mW	sequential [mW]	combinational, mW
after CTS	2.66	3.21	0.794
after global routing	2.75	3.23	0.835
final	2.63	3.22	0.800
-- cell type report --
cell class              count  area (µm²)
flip-flops and latches   1024       30700
diodes                      2        5.00
repair buffers            274        2360
inverters                   2        7.51
well taps                1403        1760
clock inverters            68         668
fillers                  7909       46900
multi-input cells        2120       22000
clock buffers             134        2950
-- metal layers --
layer  track usage [%]  up-vias  part of all wire, %
li1                  -    13600                    -
met1              44.5    16200                   30
met2              51.6     2760                   45
met3              29.0      516                   18
met4              15.6       26                  5.7
met5              2.65        -                 0.24
-- synthesized netlist by cell type (3+ instances only) --
| master | n | area, µm² |
|---|---|---|
| buf_4 | 32 | 240 |
| mux2i_1 | 150 | 1500 |
| nor2_1 | 36 | 135 |
| o22ai_1 | 103 | 644 |
| o21ai_0 | 4 | 20.0 |
| buf_2 | 42 | 210 |
| a211oi_1 | 7 | 52.6 |
| a21oi_1 | 12 | 60.1 |
| a22oi_1 | 16 | 120 |
| a2111oi_0 | 14 | 123 |
| a221oi_1 | 4 | 35.0 |
| a32o_1 | 4 | 40.0 |
| buf_6 | 22 | 248 |
| nor3_1 | 54 | 270 |
| clkbuf_1 | 272 | 1020 |
| or3b_2 | 4 | 35.0 |
| and3_1 | 3 | 18.8 |
| a2111oi_1 | 41 | 410 |
| nor4_1 | 6 | 37.5 |
| mux2_2 | 30 | 338 |
| mux4_2 | 472 | 10600 |
| and2_1 | 995 | 6220 |
| nor2b_1 | 14 | 87.6 |
| edfxtp_1 | 1024 | 30700 |
| or2_2 | 33 | 206 |
| nand3b_1 | 5 | 37.5 |
| nand2_1 | 7 | 26.3 |
| a22o_1 | 51 | 447 |
| nand2b_1 | 5 | 31.3 |
| buf_1 | 19 | 71.3 |
| nand3_1 | 5 | 25.0 |
No activity file was given, so power comes from the tool's default toggle rates.
