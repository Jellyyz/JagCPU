==> design.v <==
interface rvfi_itf(input clk, input rst);
    logic halt;
    logic commit;
    logic [63:0] order;
    logic [31:0] inst;
    logic trap;
    logic [4:0] rs1_addr;
    logic [4:0] rs2_addr;
    logic [31:0] rs1_rdata;
    logic [31:0] rs2_rdata;
    logic load_regfile;
    logic [4:0] rd_addr;
    logic [31:0] rd_wdata;
    logic [31:0] pc_rdata;
    logic [31:0] pc_wdata;
    logic [31:0] mem_addr;
    logic [3:0] mem_rmask;
    logic [3:0] mem_wmask;
    logic [31:0] mem_rdata;
    logic [31:0] mem_wdata;
    logic [15:0] errcode;
endinterface
package pcmux;
typedef enum bit [1:0] {
    pc_plus4  = 2'b00
    ,alu_out  = 2'b01
    ,alu_mod2 = 2'b10
} pcmux_sel_t;
endpackage
package marmux;
typedef enum bit {
    pc_out = 1'b0
    ,alu_out = 1'b1
} marmux_sel_t;
endpackage
package cmpmux;
typedef enum bit {
    rs2_out = 1'b0
    ,i_imm = 1'b1
} cmpmux_sel_t;
endpackage
package alumux;
typedef enum bit {
    rs1_out = 1'b0
    ,pc_out = 1'b1
} alumux1_sel_t;
typedef enum bit [2:0] {
    i_imm    = 3'b000
    ,u_imm   = 3'b001
    ,b_imm   = 3'b010
    ,s_imm   = 3'b011
    ,j_imm   = 3'b100
    ,rs2_out = 3'b101
} alumux2_sel_t;
endpackage
package regfilemux;
typedef enum bit [3:0] {
    alu_out   = 4'b0000
    ,br_en    = 4'b0001
    ,u_imm    = 4'b0010
    ,lw       = 4'b0011
    ,pc_plus4 = 4'b0100
    ,lb        = 4'b0101
    ,lbu       = 4'b0110   
    ,lh        = 4'b0111
    ,lhu       = 4'b1000   
} regfilemux_sel_t;
endpackage 
package forwardingmux;
typedef enum bit [1:0] {
    id_ex       = 2'b00
    ,ex_mem     = 2'b10
    ,mem_wb     = 2'b01
} forwardingmux_sel_t;
endpackage
package controlmux;
typedef enum bit {
    zero = 1'b0
    ,ctrl = 1'b1
} controlmux_sel_t;
endpackage
module line_adapter (
  output logic [255:0] mem_wdata_line,
  input logic [255:0] mem_rdata_line,
  input logic [31:0] mem_wdata,
  output logic [31:0] mem_rdata,
  input logic [3:0] mem_byte_enable,
  output logic [31:0] mem_byte_enable_line,
  input logic [31:0] address
);
assign mem_wdata_line = {8{mem_wdata}};
assign mem_rdata = mem_rdata_line[(32*address[4:2]) +: 32];
assign mem_byte_enable_line = {28'h0, mem_byte_enable} << (address[4:2]*4);
endmodule : line_adapter
==> run.sh <==
#!/bin/bash
# OpenROAD 26Q1-2900-gdf79404cd8, Yosys 0.63+post, stock flow scripts
make -C /OpenROAD-flow-scripts/flow DESIGN_CONFIG=/design/flow/config.mk WORK_HOME=/design/flow/orfs finish
==> config.mk <==
export PLATFORM = sky130hd
export DESIGN_NAME = line_adapter
export DESIGN_NICKNAME = line_adapter
export VERILOG_FILES = /design/flow/design.v
export SDC_FILE = /design/flow/constraint.sdc
export NUM_CORES = 4
export LEC_CHECK = 1
export CORE_AREA = 10 10 252 252
export DIE_AREA = 0 0 262 262
==> constraint.sdc <==
current_design line_adapter

set clk_period 2.5
set clk_io_pct 0.2

create_clock -name clk0 -period $clk_period

set non_clock_inputs [all_inputs -no_clocks]
set_input_delay [expr $clk_period * $clk_io_pct] -clock clk0 $non_clock_inputs
set_output_delay [expr $clk_period * $clk_io_pct] -clock clk0 [all_outputs]
==> flow_summary.html <==
<h2>Implementation results</h2>
<table>
<tr><th>Metric</th><th>Value</th></tr>
<tr><th colspan="2">Cells and area</th></tr>
<tr><td>Number of sequential cells in the layout</td><td>0</td></tr>
<tr><td>Proportion of layout cells with a drive suffix above 1</td><td>30.7%</td></tr>
<tr><td>Register Area</td><td>0 sq um</td></tr>
<tr><td>Commonest non-fill, non-tap cell in the layout</td><td>sky130_fd_sc_hd__clkdlybuf4s50_1</td></tr>
<tr><td>Layout clock buffers</td><td>0</td></tr>
<tr><td>Area growth from synthesis to final layout</td><td>63.8%</td></tr>
<tr><td>Final design area excluding fillers</td><td>~6900 sq um</td></tr>
<tr><td>Fill cells</td><td>6522</td></tr>
<tr><td>Most frequent cells in the layout</td><td>282 x sky130_fd_sc_hd__clkdlybuf4s50_1, 52 x sky130_fd_sc_hd__mux4_2, 25 x sky130_fd_sc_hd__dlygate4sd2_1</td></tr>
<tr><th colspan="2">Setup path</th></tr>
<tr><td>Critical path launch point type</td><td>input pin</td></tr>
<tr><td>Critical path peak fanout</td><td>8</td></tr>
<tr><td>Type of element capturing the critical path</td><td>primary output</td></tr>
<tr><td>Crit path kind</td><td>in -&gt; out</td></tr>
<tr><td>Crit path max-delay family</td><td>multiplexers</td></tr>
<tr><td>Data required time of the worst path</td><td>roughly 2.0 ns</td></tr>
<tr><td>Max incr delay on CP</td><td>roughly 0.51 ns</td></tr>
<tr><td>Max stage delay cell, worst path</td><td>sky130_fd_sc_hd__mux4_1</td></tr>
<tr><td>Critical Path, Cell by Cell</td><td>buf_16 -&gt; buf_16 -&gt; buf_8 -&gt; buf_4 -&gt; mux4_1 -&gt; mux2_2 -&gt; dlygate4sd2_1</td></tr>
<tr><td>Critical Path Most Common Cell</td><td>sky130_fd_sc_hd__buf_16</td></tr>
<tr><td>Worst EP arrival</td><td>1.99 ns</td></tr>
<tr><td>Buf+Inv Stages, Crit Path</td><td>5</td></tr>
<tr><th colspan="2">Run</th></tr>
<tr><td>OpenROAD warning count</td><td>approximately 63</td></tr>
<tr><td>Max Cap Violations</td><td>0</td></tr>
<tr><th colspan="2">STA</th></tr>
<tr><td>Unrepaired setup endpoints after global routing</td><td>true</td></tr>
<tr><td>Slew headroom</td><td>between 70 and 80%</td></tr>
<tr><td>Count of final setup violators</td><td>0</td></tr>
<tr><td>Setup TNS</td><td>0 ns</td></tr>
<tr><td>Hold Violations, Final</td><td>0</td></tr>
<tr><td>Worst Tran Pin Value</td><td>between 0.3 and 0.4 ns</td></tr>
<tr><td>Number of max-slew violations in the final report</td><td>0</td></tr>
<tr><td>Final period demand of the worst path</td><td>about 2.5 ns</td></tr>
<tr><td>Post-layout period usage</td><td>~99%</td></tr>
<tr><td>Worst slack on hold paths</td><td>around 1.0 ns</td></tr>
<tr><td>Highest clock frequency the design can meet</td><td>between 400 and 500 MHz</td></tr>
<tr><th colspan="2">Drt</th></tr>
<tr><td>Number of design-rule violations left by the first detailed-router iteration</td><td>a little over 90</td></tr>
<tr><td>Via count</td><td>roughly 3300</td></tr>
<tr><td>Tally of nets with antenna violations remaining after routing</td><td>0</td></tr>
<tr><td>Routed WL per cell</td><td>around 15 um</td></tr>
<tr><td>Final WL</td><td>between 15000 and 20000 um</td></tr>
<tr><td>1st-pass router iterations</td><td>4</td></tr>
<tr><td># DRC</td><td>0</td></tr>
<tr><td>Routed via count divided by cell count</td><td>2.59</td></tr>
<tr><th colspan="2">Floorplanning</th></tr>
<tr><td>Starting density of the core</td><td>around 7.3%</td></tr>
<tr><td>Die X-Extent</td><td>around 260 um</td></tr>
<tr><td>Floorplan die height</td><td>roughly 260 um</td></tr>
<tr><td>Rows</td><td>88</td></tr>
<tr><td>Top-Level Pins</td><td>around 640</td></tr>
<tr><td>Area enclosed by the die boundary</td><td>approximately 70000 sq um</td></tr>
<tr><td>Core outline area</td><td>around 58000 sq um</td></tr>
<tr><th colspan="2">Worst hold path</th></tr>
<tr><td>Hold worst-path end</td><td>mem_wdata_line[0]</td></tr>
<tr><td>Hold-critical path depth</td><td>0</td></tr>
<tr><td>Startpoint of the lowest-slack hold path</td><td>mem_wdata[0]</td></tr>
<tr><td>Hold WC Path Type</td><td>in -&gt; out</td></tr>
<tr><th colspan="2">Synth</th></tr>
<tr><td>Area fraction in compound gates</td><td>0%</td></tr>
<tr><td>MUX share of area</td><td>between 40% and 50%</td></tr>
<tr><td>Synth unique cells</td><td>12</td></tr>
<tr><td>Synthesis Warnings</td><td>0</td></tr>
<tr><td>Dominant combinational cell family by area after synthesis</td><td>buffers and inverters</td></tr>
<tr><td>Ys cells</td><td>between 400 and 500</td></tr>
<tr><td>Fraction of the yosys area taken by sequential cells</td><td>0%</td></tr>
<tr><td>Synthesized cell area</td><td>roughly 4200 sq um</td></tr>
<tr><td>Chip area from the yosys synthesis statistics</td><td>4230 sq um</td></tr>
<tr><td>Fraction of the mapped netlist area in simple logic gates</td><td>4.32%</td></tr>
<tr><td>Adder and majority cell fraction of the synthesized area</td><td>0%</td></tr>
<tr><td>Post-synthesis xor/xnor area fraction</td><td>0%</td></tr>
<tr><td>Number of instances in the synthesized netlist</td><td>419</td></tr>
<tr><td>Post-Syn Area per Cell</td><td>around 10 sq um</td></tr>
<tr><th colspan="2">GRT</th></tr>
<tr><td>Via count of the first global-routing pass</td><td>3891</td></tr>
<tr><td>Wire length of the first global-routing pass</td><td>26500 um</td></tr>
<tr><td>Maximum number of pins on one net before global-route repair</td><td>34</td></tr>
<tr><td>Initial antenna violation count</td><td>8</td></tr>
<tr><td>Overflow left after global routing</td><td>0</td></tr>
<tr><td>Total routing usage reported by global routing</td><td>5.33%</td></tr>
<tr><th colspan="2">Placed design</th></tr>
<tr><td>Hpwl dp</td><td>roughly 17000 um</td></tr>
<tr><td>Cell area reported after detailed placement</td><td>around 6600 sq um</td></tr>
<tr><td>Placer's final routability congestion estimate</td><td>0.872</td></tr>
<tr><td>PortBufs</td><td>327</td></tr>
<tr><th colspan="2">Status</th></tr>
<tr><td>Result of the run</td><td>complete, no violations</td></tr>
<tr><th colspan="2">Power</th></tr>
<tr><td>Post-layout power</td><td>a little over 1 mW</td></tr>
<tr><td>Power per standard cell area</td><td>150 nW/um^2</td></tr>
<tr><td>Worst VDD drop</td><td>~0.000082 V</td></tr>
<tr><td>Leakage power figure</td><td>2.41 nW</td></tr>
</table>
synthesized netlist by cell type:
library cell	n	area (sq um)
sky130_fd_sc_hd__nor2_1	32	120
sky130_fd_sc_hd__mux4_1	44	1160
sky130_fd_sc_hd__mux4_2	20	450
sky130_fd_sc_hd__buf_8	1	15.0
sky130_fd_sc_hd__buf_2	3	15.0
sky130_fd_sc_hd__buf_6	6	67.6
sky130_fd_sc_hd__or2_2	1	6.26
sky130_fd_sc_hd__clkbuf_1	10	37.5
sky130_fd_sc_hd__nand2b_1	6	37.5
sky130_fd_sc_hd__mux2_2	32	360
sky130_fd_sc_hd__nand2_1	5	18.8
sky130_fd_sc_hd__buf_4	259	1940
worst max-delay path by stage:
stage / slack [ns] / from / cells after the start / to
final: 0.01 / address[2] / 7 / mem_rdata[10]
after global routing: -0.04 / address[2] / 7 / mem_rdata[10]
after CTS: -0.11 / mem_rdata_line[118] / 4 / mem_rdata[22]
metal layers:
layer / vias to the layer above / track usage (%) / wire length [um]
met2: 342 / 9.32 / 9340
met5: - / 0 / 69
met4: 10 / 2.38 / 928
met1: 1462 / 4.56 / 5750
met3: 86 / 3.70 / 3570
li1: 1408 / - / -
power breakdown:
group	total, mW	switching (mW)	internal, mW
clock network	0.000000109	0	0.000000109
registers	0	0	0
logic	1.04	0.273	0.763
total	1.04	0.273	0.763
what timing repair did:
| action | 4_1_cts | 5_1_grt |
|---|---|---|
| resized | 122 | 42 |
| cloned | 3 | 0 |
| hold buffers | 0 | 0 |
| setup buffers | 15 | 7 |
| endpoints found under the setup margin | 37 | 30 |
layout make-up:
| class | count | area (sq um) | area share, % |
|---|---|---|---|
| Multi-Input combinational cell | 140 | 2180 | 31.4 |
| Antenna cell | 2 | 5.00 | 0.0722 |
| Timing Repair Buffer | 371 | 3790 | 54.7 |
| Tap cell | 765 | 957 | 13.8 |
cells by family after synthesis:
family | count (synthesis)
simple gates | 44
mux | 96
buf+inv | 279
per-stage QoR:
stage               worst slack [ns]  util [%]  cells
finish                        0.0139      12.0   1278
global route                 -0.0398      12.0   1276
CTS                           -0.108      11.8   1271
detailed placement            -0.266      11.4   1253
global placement              -0.271      11.4   1253
floorplan                      0.438         -    419
No activity file was given, so power comes from the tool's default toggle rates.
